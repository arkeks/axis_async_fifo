## /design/flow/config.mk

```make
export PLATFORM = sky130hd
export DESIGN_NAME = sync
export DESIGN_NICKNAME = sync
export VERILOG_FILES = /design/flow/design.v
export SDC_FILE = /design/flow/constraint.sdc
export NUM_CORES = 4
export LEC_CHECK = 1
export CORE_AREA = 10 10 75 75
export DIE_AREA = 0 0 85 85
```

## /design/flow/constraint.sdc

```tcl
current_design sync

set clk_period 1.0
set clk_io_pct 0.2

create_clock -name clk0 -period $clk_period [get_ports {clk}]

set non_clock_inputs [all_inputs -no_clocks]
set_input_delay [expr $clk_period * $clk_io_pct] -clock clk0 $non_clock_inputs
set_output_delay [expr $clk_period * $clk_io_pct] -clock clk0 [all_outputs]
```

## /design/flow/design.v

```verilog
`timescale 1ps/1ps
module sync 
#(
	parameter DW = 8
)
(
	input  logic 			clk,
	input  logic 			rst,
	input  logic [DW - 1:0] data_i,
	output logic [DW - 1:0] data_o
);
logic [DW - 1:0] data_sync_1, data_sync_2;
always_ff @ (posedge clk or posedge rst)
	if (rst)
		{data_o, data_sync_2, data_sync_1} <= 0;
	else
		{data_o, data_sync_2, data_sync_1} <= {data_sync_2, data_sync_1, data_i};
endmodule : sync
```

## /design/flow/run.sh

```bash
#!/bin/bash
# OpenROAD 26Q1-2900-gdf79404cd8, Yosys 0.63+post, stock flow scripts
make -C /OpenROAD-flow-scripts/flow DESIGN_CONFIG=/design/flow/config.mk WORK_HOME=/design/flow/orfs finish
```

==> results_dict.tcl <==
# collected from the flow reports
set metrics [dict create \
    p_switching_w 0.000281 \
    num_rows 23 \
    ctsLongestPathBuffers 2 \
    synthTopCellsByArea "dfrtp_1 (99%), inv_1 (0.62%)" \
    wl_met3_um 129 \
    drc 0 \
    critPathKind "reg2out" \
    logic_area_um2 0 \
    placed_area_um2 857 \
    setup_violations 0 \
    simple_gate_area_frac 0 \
    syn_area_um2 604 \
    fmax_mhz 1070 \
    insertion_delay_ns 0.25 \
    critPathLaunch "data_o[2]" \
    crit_cells 1 \
    path_max_fanout 1 \
    htree_levels 1 \
    dieHeight_um 85 \
    worst_pin_slew_ns 0.126 \
    vias 247 \
    num-multi-input-gates 0 \
    largest_area_cell "dfrtp_1" \
    root_buffer "clkbuf_8" \
    yosysTopAreaCellShare 0.994 \
    peakVddDrop_mv 1.12 \
    yosysCellCount 25 \
    cts.sinks 24 \
    status "completed" \
    cp-start-kind "flop" \
    finalHoldViolations 0 \
    synth_seq_share 0.994 \
    warnings 25 \
    wl_met1_um 572 \
    finalCriticalPeriod_ns 0.934 \
    wirelength_um 924 \
    setup_tns_ns 0 \
    clk_pin_slew_worst_paths_ns 0.07 \
    finalClockPeriodUsage 0.934 \
    first_pass_iters 2 \
    die_area_um2 7230 \
    design.core.area_um2 4060 \
    initCoreUtil 0.149 \
    routed_via_density 2.57 \
    xor_share 0 \
    yosys-top-cells-count "dfrtp_1 (24), inv_1 (1)" \
    wl_per_cell_um 9.63 \
    diodes 0 \
    cp.buffers_inverters 1 \
    syn_inst 25 \
    ys_ff 24 \
    avgSynthCellArea_um2 24.2 \
    async_flop_share 1.00 \
    slowest_stage "dfrtp_1" \
    edf_count 0 \
    max_cap_viol_count 0 \
    grt_use_total 0.0268 \
    hold_path.class "in2async" \
    drt_iter0_drc 8 \
    cts-hold-fix-buffers 0 \
    ioPinCount 18 \
    critPathCaptureType "output pin" \
    power_density_nw_per_um2 1880 \
    p_leak_nw 0.383 \
    gp_congestion 0.656 \
    ant_nets 0 \
    cts_buffers 3 \
    rsz0062_at_grt "no" \
    postLayoutCellArea_um2 858 \
    post-cts-setup-buffers 0 \
    wl_met2_um 216 \
    syn2layout_area_growth_pct 42.0 \
    p_clk_frac 0.315 \
    cp.arrival_ns 0.73 \
    routed.top_layer "met4" \
    overflow 0 \
    synth_warnings 1 \
    p_seq_frac 0.638 \
    fin_util 0.212 \
    synthAoiAreaFrac 0 \
    cts_resized 24 \
    swShare 0.174 \
    internal_power_w 0.00134 \
    portBuffers 17 \
    top_cell "dfrtp_1" \
    yosysUniqueCellTypes 2 \
    die_w_um 85 \
    ys_chip_area_um2 604 \
    cts_tree "done" \
    adder_share 0 \
    grt_max_degree 25 \
    fin_skew_ns 0.000673 \
    grt_pass1_wl_mm 1.54 \
    cpPeakStageDelay_ns 0.37 \
    reg2reg_depth 0 \
    yosys_most_used_dff "dfrtp_1" \
    maxSlewViolCount 0 \
    layout-drive-gt1-share 0.261 \
    crit_required_ns 0.80 \
    logic_family "buffers and inverters" \
    critPathTopFamily "flip-flops" \
    first_global_vias 301 \
    reg2reg_from "data_sync_2[0]" \
    crit_chain "buf_2" \
    p_comb_frac 0.047 \
    antenna_found_initial 0 \
    maxSlewHeadroom 0.916 \
    ys_sh_mux 0 \
]
==> worst paths after layout <==
path	to	slack, ns
max	data_o[2]	0.07
min	data_o[7]	0.28
max reg2reg	data_o[0]	0.52
min reg2reg	data_sync_2[4]	0.35
max in group asynchronous	data_sync_1[1]	0.58
min in group clk0	data_sync_2[4]	0.35
==> sequential cells by signal (all words and copies together), names as in the netlist <==
register and flops:
data_o 8, data_sync_2 8, data_sync_1 8
==> power groups by stage <==
stage     clock network, W  logic [W]  registers (W)
4_1_cts           0.000534  0.0000795        0.00103
5_1_grt           0.000585  0.0000860        0.00104
6_report          0.000509  0.0000764        0.00103
==> layout by cell type (no fill, tap or decap), drive strengths merged <==
master,netlist,final
dfrtp,24,24
inv,1,1
buf,0,9
clkdlybuf4s50,0,9
clkbuf,0,3
==> routing by layer <==
layer	track usage	vias up
met3	0.0241	2
met2	0.0225	20
li1	-	116
met5	0	-
met4	0.00150	0
met1	0.0447	109
==> cell families after synthesis <==
kind of cell	count (synthesis)
DFF	24
buffers and inverters	1
==> final cells by class <==
| type | instances | area, um^2 |
|---|---|---|
| timing repair buffer | 18 | 150 |
| tap | 50 | 62.6 |
| clock buffer | 3 | 41.3 |
| inverter | 1 | 3.75 |
| fill | 427 | 3200 |
| sequential | 24 | 601 |
==> stage by stage <==
stage,instances,power (W),hold slack [ns],setup WS [ns]
5_1_grt,96,0.00171,0.320,0.0205
3_3_place_gp,93,0.00114,0.333,0.0221
6_report,96,0.00162,0.285,0.0664
2_1_floorplan,25,0.00106,0.215,0.336
3_5_place_dp,93,0.00115,0.335,0.00822
4_1_cts,96,0.00164,0.280,0.0493
Power and IR drop assume default switching activity.
